===== /design/flow/constraint.sdc =====
current_design gamepads

set clk_period 10.5
set clk_io_pct 0.2

create_clock -name clk0 -period $clk_period [get_ports {clk}]

set non_clock_inputs [all_inputs -no_clocks]
set_input_delay [expr $clk_period * $clk_io_pct] -clock clk0 $non_clock_inputs
set_output_delay [expr $clk_period * $clk_io_pct] -clock clk0 [all_outputs]

===== /design/flow/design.v =====
`default_nettype none
module gamepads #(
	parameter integer N_DIV = 42000,             
	parameter integer LOG_N_DIV = $clog2(N_DIV)
)(
	output wire gp_clk,
	output wire gp_latch,
	input  wire gp_d0,
	input  wire gp_d1,
	input  wire gp_d2,
	input  wire gp_d3,
	output wire [15:0] gp1,
	output wire [15:0] gp2,
	output wire [15:0] gp3,
	output wire [15:0] gp4,
	output wire gp_data_ready,
	input clk,
	input rst
);
reg strobe;
reg [LOG_N_DIV:0] clk_div = N_DIV - 1;
always @(posedge clk) begin
	if (rst) begin
		clk_div <= N_DIV;
		strobe <= 0;
	end else
		if (clk_div[LOG_N_DIV]) begin
			clk_div <= N_DIV - 1;
			strobe <= 1;
		end else begin
			clk_div <= clk_div - 1;
			strobe <= 0;
		end
end
localparam
	GPS_IDLE  = 0,
	GPS_LATCH = 1,
	GPS_DATA  = 2,
	GPS_CLOCK = 3;
reg [15:0] gp1reg;
reg [15:0] gp2reg;
reg [15:0] gp3reg;
reg [15:0] gp4reg;
reg [1:0] state = GPS_IDLE;
reg [4:0] read_cnt = 15;
reg gp_latch_reg = 0;
reg gp_clk_reg = 0;
reg gp_data_ready_reg = 0;
always @(posedge clk) begin
  if (rst) begin
  	state <= GPS_IDLE;
  	gp_latch_reg <= 0;
  	gp_clk_reg <= 0;
  	gp1reg <= 0;
  	gp2reg <= 0;
  	gp3reg <= 0;
  	gp4reg <= 0;
  	gp_data_ready_reg <= 0;
  end else if (strobe) begin
    if (state == GPS_IDLE) begin
      gp_latch_reg <= 1;
      gp_clk_reg <= 0;
      state <= GPS_LATCH;
    end
    if (state == GPS_LATCH) begin
      gp_latch_reg <= 0;
      gp_clk_reg <= 0;
      gp1reg <= 0;
      gp2reg <= 0;
      gp3reg <= 0;
      gp4reg <= 0;
      gp_data_ready_reg <= 0;
      state <= GPS_DATA;
    end
    if (state == GPS_DATA) begin
      gp1reg <= {gp_d0, gp1reg[15:1]};
      gp2reg <= {gp_d1, gp2reg[15:1]};
      gp3reg <= {gp_d2, gp3reg[15:1]};
      gp4reg <= {gp_d3, gp4reg[15:1]};
      gp_clk_reg <= 1;
      state <= GPS_CLOCK;
    end
    if (state == GPS_CLOCK) begin
      gp_clk_reg <= 0;
      if (read_cnt == 0) begin
        read_cnt <= 15;
        gp_data_ready_reg <= 1;
        state <= GPS_IDLE;
      end else begin
        read_cnt <= read_cnt - 1;
        state <= GPS_DATA;
      end
    end
  end
end
assign gp_latch = gp_latch_reg;
assign gp_clk = gp_clk_reg;
assign gp1 = gp1reg;
assign gp2 = gp2reg;
assign gp3 = gp3reg;
assign gp4 = gp4reg;
assign gp_data_ready = gp_data_ready_reg;
endmodule

===== /design/flow/run.sh =====
#!/bin/bash
# OpenROAD 26Q1-2900-gdf79404cd8, Yosys 0.63+post, stock flow scripts
make -C /OpenROAD-flow-scripts/flow DESIGN_CONFIG=/design/flow/config.mk WORK_HOME=/design/flow/orfs finish

===== /design/flow/config.mk =====
export PLATFORM = sky130hd
export DESIGN_NAME = gamepads
export DESIGN_NICKNAME = gamepads
export VERILOG_FILES = /design/flow/design.v
export SDC_FILE = /design/flow/constraint.sdc
export NUM_CORES = 4
export LEC_CHECK = 1
export CORE_UTILIZATION = 50

==> notes.md <==
yosys + openroad results -> status finished clean, share of async-settable or async-resettable flops after synthesis 0, first-pass GRT wire length 12,300 µm, Internal Power 0.000493 W, Crit path required time 8.40 ns, Flops after synth 92, Reg clk slew, reported paths 0.08 ns, Post-CTS Setup Bufs 0, overall via count from detail_route 2,989, crit-path max FO 3, core footprint 6830 µm², Largest Register clk_div, Unique masters post-synth 41, Relative slew margins 0.481, H-tree Lvls 3, Remaining Overflow, GRT 0, R2R Path End gp2reg[15]$_SDFFE_PP0P_, Initial DRC Count 169, crit path capture type primary output, Post-DP HPWL 4360 µm, Die Span Y 86.4 µm, Die ar. 7470 µm², type of the worst setup path flop to primary output, Init Core Util 0.522, # Cells Yosys 415, worst r2r src state[1]$_SDFFE_PP0P_, switching power 0.000140 W, Final Hold Fails 0, RSZ-0062 raised after global routing no, post-route setup slack 7.18 ns, DRC violation count after routing 0, Max stage delay on crit path 0.50 ns, leak pwr 1.47 nW, Tmin final 3.32 ns, Late-Pin Clk Latency 0.35 ns, Levels on crit path 1, GP Congestion 0.782, Top cell area share 0.489, cts hold-fix bufs 0, sequential fraction of the synthesis area 0.531, Post-DRT Antenna Nets 0, initial antenna violation count 0, Max-Cap Viols 0, Buf+Inv Stages, Crit Path 1, Synth warnings 1, TritonCTS buffer count 9, post-synth area from yosys stat 3560 µm², # diodes 0, num rows 30, largest net degree at the start of global routing 79, vias in the first global route 2,711, syn_area_per_cell 8.59 µm², cells resized by post-CTS repair 0, Clock power frac 0.375, Worst Skew 0.00663 ns, Dominant flop cell dfxtp_1, Clock Path Buffers 2, actual slew at the worst max-slew pin 0.779 ns, Peak VDD IR 0.0856 mV, cell family with most CP delay buffers and inverters, Top cells by area dfxtp_1 49%, a21oi_1 10%, nand3_1 9.3%, mapped cell area 3560 µm², cell count after synthesis 415, Place WS 6.86 ns, root buffer cell clkbuf_8, Synth top cell by count dfxtp_1, GRT Resource Usage Total 0.208, TritonCTS clock tree done, Peak Freq 301 MHz, io pins 73, commonest cells in the netlist 87 x dfxtp_1, 78 x nand2_1, 71 x a21oi_1, 66 x nand3_1, 18 x clkbuf_1, power density over cell area 141 nW/µm², setup slack, reg-to-reg 8.62 ns, Reg2Reg Depth 6, Overall Power 0.000633 W, slowest CP cell clkdlybuf4s50_1, die width 86.4 µm, proportion of layout cells with a drive suffix above 1 0.0589, Seq pwr share 0.577, tool warning count 30, Startpoint Class flop, max-slew violation count 0, Via-to-Cell Ratio 5.23, Final setup violation count 0, clock sinks 92, worst min path class flop to flop, CP endpoint gp1[14], DRT Wirelength 7340 µm, PortBufs 72, CP cell instances clkdlybuf4s50_1, Arr. time, crit path 1.22 ns, drt first pass iters 4, Sw Ratio 0.221, post-route clock period utilization 0.316, area leader, netlist dfxtp_1, area growth from synthesis to layout 26.4%, combinational fraction of design power 0.048, Crit. Startpoint gp1reg[14]$_SDFFE_PP0P_, Largest register FFs 17, count of library flops with an enable pin 5, setup TNS 0 ns, wire length per cell after detailed routing 12.9 µm
-- layout make-up --
| class | count | area, µm² |
|---|---|---|
| Clock inverter | 4 | 47.5 |
| Multi-Input combinational cell | 284 | 1520 |
| Inverter | 7 | 26.3 |
| Tap cell | 96 | 120 |
| Clock buffer | 12 | 155 |
| Sequential cell | 92 | 1890 |
| Fill cell | 569 | 2330 |
| Timing Repair Buffer | 76 | 746 |
-- power by group through the flow --
stage     Clock [W]  Combinational (W)  Sequential (W)
6_report   0.000237          0.0000303        0.000365
4_1_cts    0.000245          0.0000304        0.000365
5_1_grt    0.000261          0.0000334        0.000366
-- cells by family after synthesis --
| logic type | synth area share |
|---|---|
| simple gates | 0.239 |
| flops | 0.531 |
| compound gates | 0.126 |
| buf+inv | 0.0453 |
| xor+xnor | 0.0270 |
| fa+ha+maj | 0.0246 |
| mux | 0.00702 |
-- cells in the final DEF (no fill, tap or decap), types with 4 or more instances in the layout --
cell type,count
dfxtp_1,87
nand2_1,77
a21oi_1,71
clkdlybuf4s50_1,71
nand3_1,66
nor2_1,12
clkbuf_8,11
inv_1,7
nor3_1,6
xnor2_1,6
ha_1,6
xor2_1,5
edfxtp_1,5
buf_4,4
-- metal layers --
metal	GRT usage	part of all wire
met1	0.319	0.49
met2	0.320	0.44
met3	0.0589	0.059
met4	0.0167	0.0087
met5	0	0
-- stage by stage --
step,utilization,cells,hold slack [ns],area [µm²]
5_1_grt,0.659,571,0.474,4500
6_report,0.659,571,0.460,4500
2_1_floorplan,-,415,0.401,3560
4_1_cts,0.659,571,0.462,4500
3_3_place_gp,0.629,555,0.439,4300
3_5_place_dp,0.629,555,0.449,4300
-- worst min-delay path by stage --
stage	start	endpoint	slack, ns	depth (start not counted)
4_1_cts	clk_div[15]$_SDFF_PP1_	clk_div[16]$_SDFF_PP0_	0.46	1
5_1_grt	clk_div[15]$_SDFF_PP1_	clk_div[16]$_SDFF_PP0_	0.47	1
6_report	clk_div[15]$_SDFF_PP1_	clk_div[16]$_SDFF_PP0_	0.46	1
No activity file was given, so power comes from the tool's default toggle rates.
