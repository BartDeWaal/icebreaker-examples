File: config.mk
export PLATFORM = sky130hd
export DESIGN_NAME = gamepad_sender
export DESIGN_NICKNAME = gamepad_sender
export VERILOG_FILES = /design/flow/design.v
export SDC_FILE = /design/flow/constraint.sdc
export NUM_CORES = 4
export LEC_CHECK = 1
export CORE_UTILIZATION = 40
File: constraint.sdc
current_design gamepad_sender

set clk_period 3.7
set clk_io_pct 0.2

create_clock -name clk0 -period $clk_period [get_ports {clk}]

set non_clock_inputs [all_inputs -no_clocks]
set_input_delay [expr $clk_period * $clk_io_pct] -clock clk0 $non_clock_inputs
set_output_delay [expr $clk_period * $clk_io_pct] -clock clk0 [all_outputs]
File: design.v
module gamepad_sender (
	input wire gp_data_ready_strobe,
	input wire [15:0] gp1,
	input wire [15:0] gp2,
	input wire [15:0] gp3,
	input wire [15:0] gp4,
	output reg tx_start,
	output reg [7:0] tx_data,
	input wire tx_busy,
	input clk,
	input rst
);
localparam
	GPXS_IDLE       = 0,
	GPXS_SEND_START = 1,
	GPXS_WAIT_START = 2,
	GPXS_SEND_GP_ID = 3,
	GPXS_WAIT_GP_ID = 4,
	GPXS_SEND_GP    = 5,
	GPXS_WAIT_GP    = 6,
	GPXS_SEND_CR    = 7,
	GPXS_WAIT_CR    = 8,
	GPXS_SEND_NL    = 9,
	GPXS_WAIT_NL    = 10;
wire [7:0] ahex [0:15];
assign ahex[0]  = "0";
assign ahex[1]  = "1";
assign ahex[2]  = "2";
assign ahex[3]  = "3";
assign ahex[4]  = "4";
assign ahex[5]  = "5";
assign ahex[6]  = "6";
assign ahex[7]  = "7";
assign ahex[8]  = "8";
assign ahex[9]  = "9";
assign ahex[10] = "A";
assign ahex[11] = "B";
assign ahex[12] = "C";
assign ahex[13] = "D";
assign ahex[14] = "E";
assign ahex[15] = "F";
wire [7:0] start_seq [0:3];
assign start_seq[3]  = "\033";
assign start_seq[2]  = "[";
assign start_seq[1]  = "4";
assign start_seq[0]  = "A";
reg [3:0] gpx_reg[0:15];
reg [3:0] gpx_state = GPXS_IDLE;
reg [1:0] start_cnt;
reg [4:0] gpx_cnt;
always @(posedge clk) begin
	case (gpx_state)
		GPXS_IDLE: if(gp_data_ready_strobe) begin
			gpx_reg[0]  <= gp4[3:0];
			gpx_reg[1]  <= gp4[7:4];
			gpx_reg[2]  <= gp4[11:8];
			gpx_reg[3]  <= gp4[15:12];
			gpx_reg[4]  <= gp3[3:0];
			gpx_reg[5]  <= gp3[7:4];
			gpx_reg[6]  <= gp3[11:8];
			gpx_reg[7]  <= gp3[15:12];
			gpx_reg[8]  <= gp2[3:0];
			gpx_reg[9]  <= gp2[7:4];
			gpx_reg[10] <= gp2[11:8];
			gpx_reg[11] <= gp2[15:12];
			gpx_reg[12] <= gp1[3:0];
			gpx_reg[13] <= gp1[7:4];
			gpx_reg[14] <= gp1[11:8];
			gpx_reg[15] <= gp1[15:12];
			tx_data <= start_seq[3];
			tx_start <= 1;
			gpx_state <= GPXS_SEND_START;
			gpx_cnt <= 15;
			start_cnt <= 2; 
		end
		GPXS_SEND_START: if(tx_busy) begin
			tx_start <= 0;
			gpx_state <= GPXS_WAIT_START;
		end
		GPXS_WAIT_START: if(~tx_busy) begin
			if (start_cnt == 2'b11) begin
				tx_data <= "1";
				tx_start <= 1;
				gpx_state <= GPXS_SEND_GP_ID;
			end else begin
				tx_data <= start_seq[start_cnt];
				tx_start <= 1;
				gpx_state <= GPXS_SEND_START;
				start_cnt <= start_cnt - 1;
			end
		end
		GPXS_SEND_GP_ID: if(tx_busy) begin
			tx_start <= 0;
			gpx_state <= GPXS_WAIT_GP_ID;
		end
		GPXS_WAIT_GP_ID: if(~tx_busy) begin
			tx_data <= ahex[gpx_reg[gpx_cnt]];
			tx_start <= 1;
			gpx_state <= GPXS_SEND_GP;
			gpx_cnt <= gpx_cnt - 1;
		end
		GPXS_SEND_GP: if(tx_busy) begin
			tx_start <= 0;
			gpx_state <= GPXS_WAIT_GP;
		end
		GPXS_WAIT_GP: if(~tx_busy) begin
			if (gpx_cnt[1:0] == 2'b11) begin
				tx_data <= "\r";
				tx_start <= 1;
				gpx_state <= GPXS_SEND_CR;
			end else begin
				tx_data <= ahex[gpx_reg[gpx_cnt]];
				tx_start <= 1;
				gpx_state <= GPXS_SEND_GP;
				gpx_cnt <= gpx_cnt - 1;
			end
		end
		GPXS_SEND_CR: if(tx_busy) begin
			tx_start <= 0;
			gpx_state <= GPXS_WAIT_CR;
		end
		GPXS_WAIT_CR: if(~tx_busy) begin
			tx_data <= "\n";
			tx_start <= 1;
			gpx_state <= GPXS_SEND_NL;
		end
		GPXS_SEND_NL: if(tx_busy) begin
			tx_start <= 0;
			gpx_state <= GPXS_WAIT_NL;
		end
		GPXS_WAIT_NL: if(~tx_busy) begin
			if (gpx_cnt[3:2] == 2'b11) begin
				gpx_state <= GPXS_IDLE;
			end else begin
				tx_data <= "4" - gpx_cnt[3:2];
				tx_start <= 1;
				gpx_state <= GPXS_SEND_GP_ID;
			end
		end
	endcase
end
endmodule
File: run.sh
#!/bin/bash
# OpenROAD 26Q1-2900-gdf79404cd8, Yosys 0.63+post, stock flow scripts
make -C /OpenROAD-flow-scripts/flow DESIGN_CONFIG=/design/flow/config.mk WORK_HOME=/design/flow/orfs finish
==> flow_results.org <==
#+TITLE: Flow metrics

** Outcome
- Status :: completed

** GRT
- The first global-routing pass estimated between 10 and 15 mm of wire.
- The total overflow left after global routing is 0.
- Overall routing resource usage recorded by global route was 0.172.
- Antenna violations before repair :: 0
- Pin count of the biggest net entering global routing :: 65
- Number of global-route vias before repair :: 2436

** Drt
- Remaining routing DRC violations :: 0
- TritonRoute output was used to compute an average wire per cell of 16.5 um.
- Antenna viol nets, final :: 0
- DR WL met2 :: 3.50 mm
- Per the detail_route report, vias per standard cell equal 5.37.
- Iter 0 DRT Violations :: 101
- Routed length on met3 :: 610 um
- Router iterations before antenna repair :: 7
- Drt total wl :: between 7 and 8 mm
- For this block, wires on met1 add up to between 3 and 4 mm.
- Per the detail_route report, inserted antenna diodes total 0.
- Total number of vias :: 2488
- Signal nets in the final route climb as high as met4.

** Worst setup path
- Element type at the critical path end :: flip-flop
- Path type of the worst setup path :: reg -> reg
- The worst register-to-register path begins at gpx_cnt[2].
- Looking at the critical path, the highest net fanout was 19.
- Reg2reg end :: tx_data[2]
- Cells on worst reg2reg path :: 8
- Arrival time of data at the critical path endpoint :: 2.81 ns
- Data required time of the critical path :: 3.79 ns
- Setup slack of the most critical reg-to-reg path :: 0.98 ns
- STA classifies the critical path startpoint as a flip-flop.

** Floorplanning
- In this run the full chip footprint comes out at 9790 um2.
- From bottom edge to top edge, the die measures 99.0 um.
- The core region is 9150 um2.
- In this run the count of I/O pins placed on the die edge is 77.
- In the floorplan report the effective utilization is 0.411.
- After floorplanning, the core was divided into 35 placement rows.
- Die Width :: 99.0 um

** Pwr
- Logic gate share of total power :: 0.257
- Leakage power figure :: 0.00163 uW
- The power report attributes to the clock group a share of 0.215.
- The flow reported a cell area power density of 550 nW/um2.
- Power Internal :: 1790 uW
- Largest voltage drop on the vdd net :: around 230 uV
- The script computed the net switching share of total power as 0.313.
- Flop pwr share :: 0.528
- The power report puts the net switching power at 817 uW.

** Worst hold path
- Looking at hold timing, the worst path starts from start_cnt[0].
- Cell depth of the worst hold path :: 1
- Destination of the worst hold path :: start_cnt[0]
- Checking hold timing, the worst path is listed with class reg -> reg.

** CTS
- Once the clock tree was built, the setup fixing pass inserted 0 buffers.
- TritonCTS clock tree :: done
- Count of hold buffers inserted by post-cts repair :: 0
- On the reported timing paths, the clock transition at the registers reads approximately 0.080 ns.
- Per the CTS log, the maximum H-tree level is 3.
- Number of cells upsized or downsized after cts :: 0
- The tree built by TritonCTS fans out to about 82 sinks.
- The longest clock path from root to sink contains 2 buffers.
- CTS placed an instance of clkbuf_8 at the clock tree root.
- TritonCTS created 9 clock buffers.
- Clk latency late pin :: between 0.3 and 0.4 ns

** Synthesis
- Measured against the total synthesized area, the mux share comes to 0.00898.
- Area fraction in xor and xnor cells :: 0.00931
- Comb area leader :: AND-OR/OR-AND gates
- Number of cells in the yosys synthesis report :: 279
- Post-synthesis cell area :: 3760 um2
- A synthesized cell averages 13.5 um2.
- The cell-mix breakdown from Yosys lists the simple-gate area share as 0.0888.
- According to the Yosys statistics, the synthesized design has a chip area of between 3000 and 4000 um2.
- Yosys reported a register bit count of 82.
- Of the total synthesized cell area, the portion taken by full adders, half adders and majority gates is 0.0499.
- Per the synth stats, the proportion of register bits with asynchronous set or reset is 0.
- Number of enable-type register cells in the synthesized netlist :: 82
- Sequential-to-total area share from yosys stat :: 0.655
- Number of warnings printed during yosys synthesis :: 2
- Aoi share :: 0.150
- Synthesis produced 279 cells.
- Number of different library cells in the post-synthesis netlist :: 49
- Synth Flop Type :: edfxtp_1

** Placed design
- The placement summary gives the final routability congestion estimate as 0.835.
- Input and output buffers added on the ports amount to 74.
- Post-detail-place hpwl :: 5.17 mm
- Inst Count DP :: 448

** Layout
- Filler cell count in the final layout :: 773
- The finished layout holds 463 standard cells, fillers aside.
- The library cell used most frequently in the layout, excluding fill and tap cells, is edfxtp_1.
- The register with the most flip-flops in the layout has 64 of them.
- In the final layout, the share of cells above drive strength 1 is 0.0710.
- By instance count after routing, the leading logic cell types are 82 x edfxtp_1, 74 x clkdlybuf4s50_1, 25 x nand2_1, 17 x nor2_1, 15 x ha_1.
- The finished layout reports a core utilization of 0.518.
- Relative to the synthesized area, the layout overhead comes to 26.1%.

** STA
- The final max-slew violation count recorded for this run is 0.
- The final timing report counts setup violations totalling 0.
- Period utilisation layout :: 0.736
- Final hold violations :: 0
- Unrepaired setup endpoints after global routing :: false
- Worst Max-Slew Pin Slew :: 0.852 ns
- Across the routed clock network, the largest skew measured is 0.00847 ns.
- The worst pin sits at a relative slew slack of 0.432.
- Based on the critical path, the design can be clocked at up to 367 MHz.
- Hold timing on the final database bottoms out at a slack of 0.642 ns.
- Setup TNS :: 0 ns
- The clock period could shrink to 2.72 ns.

** Run
- The number of warnings reported in the stage logs is 38.
- Across the run, the number of max-cap violations was 0.
==> worst max-delay path, stage by stage (launching register included) <==
cell	delay [ns]
edfxtp_1	0.51
ha_1	0.55
a22o_1	0.30
a22oi_1	0.23
o2111ai_1	0.19
mux2i_2	0.26
nor2b_1	0.21
and2b_1	0.14
o31ai_1	0.07
==> final cells by class <==
cell class / count / area, um2 / share of cell area
sequential: 82 / 2460 / 0.519
timing repair buffer: 76 / 768 / 0.162
multi-input combinational: 168 / 1160 / 0.246
inverter: 11 / 41.3 / 0.00871
clock inverter: 6 / 42.5 / 0.00897
tap: 111 / 139 / 0.0293
clock buffer: 9 / 124 / 0.0261
==> routing by layer <==
| layer | track usage | vias up |
|---|---|---|
| met4 | 0.0207 | 0 |
| li1 | - | 1205 |
| met1 | 0.280 | 1174 |
| met2 | 0.261 | 103 |
| met5 | 0 | - |
| met3 | 0.0469 | 6 |
==> cell families after synthesis <==
group,count (synthesis)
multiplexers,3
other,1
flip-flops,82
AND-OR/OR-AND,73
AND/OR/NAND/NOR,72
XOR/XNOR,4
buffers and inverters,29
adder cells (fa/ha/maj),15
==> worst max-delay path by stage <==
stage     startpoint    endpoint  slack [ns]  cells past startpoint
4_1_cts   gpx_cnt[2]  tx_data[2]        0.96                      8
5_1_grt   gpx_cnt[0]  tx_data[5]        0.77                      9
6_report  gpx_cnt[2]  tx_data[2]        0.98                      8
==> cells in the mapped netlist, types with 3 or more instances <==
| cell type | count | share of area |
|---|---|---|
| nand2b_1 | 4 | 0.0067 |
| ha_1 | 15 | 0.050 |
| a22oi_1 | 13 | 0.026 |
| xnor2_1 | 3 | 0.0070 |
| buf_6 | 3 | 0.0090 |
| a22o_1 | 13 | 0.030 |
| nor3_1 | 8 | 0.011 |
| clkbuf_1 | 8 | 0.0080 |
| inv_1 | 11 | 0.011 |
| nor2b_1 | 5 | 0.0083 |
| nor2_1 | 18 | 0.018 |
| a21oi_1 | 11 | 0.015 |
| edfxtp_1 | 82 | 0.65 |
| a31oi_1 | 3 | 0.0050 |
| o21ai_0 | 6 | 0.0080 |
| nand2_1 | 25 | 0.025 |
| buf_2 | 5 | 0.0067 |
| a222oi_1 | 7 | 0.019 |
==> power groups by stage <==
| stage | clock network, uW | logic (uW) | registers [uW] |
|---|---|---|---|
| CTS | 583 | 675 | 1380 |
| finish | 562 | 670 | 1380 |
| global route | 619 | 742 | 1400 |
==> through the flow <==
stage / area [um2] / power [uW] / setup slack [ns]
CTS: 4740 / 2630 / 0.962
detailed placement: 4580 / 2070 / 0.984
global placement: 4580 / 2060 / 0.993
global route: 4740 / 2760 / 0.766
floorplan: 3760 / 1810 / 0.809
finish: 4740 / 2610 / 0.977
No activity file was given, so power comes from the tool's default toggle rates.
